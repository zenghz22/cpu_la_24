[flow/run.sh]
#!/bin/bash
# OpenROAD 26Q1-2900-gdf79404cd8, Yosys 0.63+post, stock flow scripts
make -C /OpenROAD-flow-scripts/flow DESIGN_CONFIG=/design/flow/config.mk WORK_HOME=/design/flow/orfs finish
[flow/constraint.sdc]
current_design bridge_sram_axi

set clk_period 4.3
set clk_io_pct 0.2

create_clock -name clk0 -period $clk_period [get_ports {aclk}]

set non_clock_inputs [all_inputs -no_clocks]
set_input_delay [expr $clk_period * $clk_io_pct] -clock clk0 $non_clock_inputs
set_output_delay [expr $clk_period * $clk_io_pct] -clock clk0 [all_outputs]
[flow/config.mk]
export PLATFORM = sky130hd
export DESIGN_NAME = bridge_sram_axi
export DESIGN_NICKNAME = bridge_sram_axi
export VERILOG_FILES = /design/flow/design.v
export SDC_FILE = /design/flow/constraint.sdc
export NUM_CORES = 4
export LEC_CHECK = 1
export CORE_AREA = 10 10 228 228
export DIE_AREA = 0 0 238 238
[flow/design.v]
module bridge_sram_axi(
    input               aclk,
    input               aresetn,
    output  reg [ 3:0]      arid,
    output  reg [31:0]      araddr,
    output  reg [ 7:0]      arlen,
    output  reg [ 2:0]      arsize,
    output  reg [ 1:0]      arburst,
    output  reg [ 1:0]      arlock,
    output  reg [ 3:0]      arcache,
    output  reg [ 2:0]      arprot,
    output              	arvalid,
    input               	arready,
    input   	[ 3:0]      rid,
    input   	[31:0]      rdata,
    input   	[ 1:0]      rresp,
    input               	rlast,
    input               	rvalid,
    output              	rready,
    output  reg [ 3:0]      awid,
    output  reg [31:0]      awaddr,
    output  reg [ 7:0]      awlen,
    output  reg [ 2:0]      awsize,
    output  reg [ 1:0]      awburst,
    output  reg [ 1:0]      awlock,
    output  reg [ 3:0]      awcache,
    output  reg [ 2:0]      awprot,
    output              	awvalid,
    input               	awready,
    output  reg [ 3:0]      wid,
    output  reg [31:0]      wdata,
    output  reg [ 3:0]      wstrb,
    output  reg         	wlast,
    output              	wvalid,
    input               	wready,
    input   	[ 3:0]      bid,
    input   	[ 1:0]      bresp,
    input               	bvalid,
    output              	bready,
    input               	inst_sram_req,
    input               	inst_sram_wr,
    input   	[ 1:0]      inst_sram_size,
    input   	[31:0]      inst_sram_addr,
    input   	[ 3:0]      inst_sram_wstrb,
    input   	[31:0]      inst_sram_wdata,
    output              inst_sram_addr_ok,
    output              inst_sram_data_ok,
    output  [31:0]      inst_sram_rdata,
    input               	data_sram_req,
    input               	data_sram_wr,
    input   	[ 1:0]      data_sram_size,
    input   	[31:0]      data_sram_addr,
    input   	[31:0]      data_sram_wdata,
    input   	[ 3:0]      data_sram_wstrb,
    output              data_sram_addr_ok,
    output              data_sram_data_ok,
    output  [31:0]      data_sram_rdata
);
	reg [4:0] ar_current_state;	 
	reg [4:0] ar_next_state;
	reg [4:0] r_current_state;	 
	reg [4:0] r_next_state;
	reg [4:0] w_current_state;	 
	reg [4:0] w_next_state;
	reg [4:0] b_current_state;	 
	reg [4:0] b_next_state;
	reg [1:0] ar_resp_cnt;
	reg [1:0] aw_resp_cnt;
	reg [1:0] wd_resp_cnt;
	reg [31:0] buf_rdata [1:0];
	wire read_block;
    reg  [ 3:0] rid_r;
	localparam  IDLE = 5'b1;          
    localparam  AR_REQ_START  	= 3'b010,
				AR_REQ_END		= 3'b100;
	always @(posedge aclk) begin
		if(~aresetn)
			ar_current_state <= IDLE;
		else 
			ar_current_state <= ar_next_state;
	end
	always @(*) begin
		case(ar_current_state)
			IDLE:begin
				if(~aresetn | read_block)
					ar_next_state = IDLE;
				else if(data_sram_req & ~data_sram_wr | inst_sram_req & ~inst_sram_wr)
					ar_next_state = AR_REQ_START;
				else
					ar_next_state = IDLE;
			end
			AR_REQ_START:begin
				if(arvalid & arready) 
					ar_next_state = AR_REQ_END;
				else 
					ar_next_state = AR_REQ_START;
			end
			AR_REQ_END:begin
				ar_next_state = IDLE;
			end
		endcase
	end
    localparam  R_DATA_START   	= 3'b010,
				R_DATA_END		= 3'b100;
	always @(posedge aclk) begin
		if(~aresetn)
			r_current_state <= IDLE;
		else 
			r_current_state <= r_next_state;
	end
	always @(*) begin
		case(r_current_state)
			IDLE:begin
				if(aresetn & arvalid & arready | (|ar_resp_cnt))
					r_next_state = R_DATA_START;
				else
					r_next_state = IDLE;
			end
			R_DATA_START:begin
				if(rvalid & rready & rlast) 	 
					r_next_state = R_DATA_END;
				else
					r_next_state = R_DATA_START;
			end
			R_DATA_END:
				r_next_state = IDLE;
			default:
				r_next_state = IDLE;
		endcase
	end
	localparam  W_REQ_START      		= 5'b00010,
				W_ADDR_RESP				= 5'b00100,
				W_DATA_RESP      		= 5'b01000,
				W_REQ_END				= 5'b10000;
	always @(posedge aclk) begin
		if(~aresetn)
			w_current_state <= IDLE;
		else 
			w_current_state <= w_next_state;
	end
	always @(*) begin
		case(w_current_state)
			IDLE:begin
				if(~aresetn)
					w_next_state = IDLE;
				else if(data_sram_wr)
					w_next_state = W_REQ_START;
				else
					w_next_state = IDLE;
			end
			W_REQ_START:
				if(awvalid & awready & wvalid & wready | (|aw_resp_cnt)&(|wd_resp_cnt))
					w_next_state = W_REQ_END;
				else if(awvalid & awready | (|aw_resp_cnt))
					w_next_state = W_ADDR_RESP;
				else if(wvalid & wready | (|wd_resp_cnt))
					w_next_state = W_DATA_RESP;
				else
					w_next_state = W_REQ_START;
			W_ADDR_RESP:begin
				if(wvalid & wready) 
					w_next_state = W_REQ_END;
				else 
					w_next_state = W_ADDR_RESP;
			end
			W_DATA_RESP:begin
				if(awvalid & awready)
					w_next_state = W_REQ_END;
				else
					w_next_state = W_DATA_RESP;
			end
			W_REQ_END:
				if(bvalid &bvalid)
					w_next_state = IDLE;
				else
					w_next_state = W_REQ_END;
		endcase
	end
    localparam  B_START     = 3'b010,
				B_END		= 3'b100;
	always @(posedge aclk) begin
		if(~aresetn)
			b_current_state <= IDLE;
		else 
			b_current_state <= b_next_state;
	end
	always @(*) begin
		case(b_current_state)
			IDLE:begin
				if(aresetn & bready)
					b_next_state = B_START;
				else
					b_next_state = IDLE;
			end
			B_START:begin
				if(bready & bvalid) 
					b_next_state = B_END;
				else 
					b_next_state = B_START;
			end
			B_END:begin
				b_next_state = IDLE;
			end
		endcase
	end
	assign arvalid = ar_current_state[1];
	always  @(posedge aclk) begin
		if(~aresetn) begin
			arid <= 4'b0;
			araddr <= 32'b0;
			arsize <= 3'b0;
			{arlen, arburst, arlock, arcache, arprot} <= {8'b0, 2'b1, 1'b0, 1'b0, 1'b0};	 
		end
		else if(ar_current_state[0]) begin	 
			arid <= {3'b0, data_sram_req & ~data_sram_wr};	 
			araddr <= data_sram_req & ~data_sram_wr? data_sram_addr : inst_sram_addr;
			arsize <= data_sram_req & ~data_sram_wr? {1'b0, data_sram_size} : {1'b0, inst_sram_size};
		end
	end
    always @(posedge aclk) begin
		if(~aresetn)
			ar_resp_cnt <= 2'b0;
		else if(arvalid & arready & rvalid & rready)	 
			ar_resp_cnt <= ar_resp_cnt;		
		else if(arvalid & arready)
			ar_resp_cnt <= ar_resp_cnt + 1'b1;
		else if(rvalid & rready)
			ar_resp_cnt <= ar_resp_cnt - 1'b1;
	end
	assign rready = r_current_state[1];
	assign awvalid = w_current_state[1] | w_current_state[3];	 
	always  @(posedge aclk) begin
		if(~aresetn) begin
			awaddr <= 32'b0;
			awsize <= 3'b0;
			{awlen, awburst, awlock, awcache, awprot, awid} <= {8'b0, 2'b1, 1'b0, 1'b0, 1'b0, 1'b1};	 
		end
		else if(w_current_state[0]) begin	 
			awaddr <= data_sram_wr? data_sram_addr : inst_sram_addr;
			awsize <= data_sram_wr? {1'b0, data_sram_size} : {1'b0, inst_sram_size};
		end
	end
    assign wvalid = w_current_state[1] | w_current_state[2];	 
	always  @(posedge aclk) begin
		if(~aresetn) begin
			wstrb <= 4'b0;
			wdata <= 32'b0;
			{wid, wlast} <= {4'b1, 1'b1};	 
		end
		else if(w_current_state[0]) begin	 
			wstrb <= data_sram_wstrb;
			wdata <= data_sram_wdata;
		end
	end
    assign bready = w_current_state[4];
	always @(posedge aclk) begin
		if(~aresetn) begin
			aw_resp_cnt <= 2'b0;
		end
		else if(awvalid & awready)
			aw_resp_cnt <= aw_resp_cnt + {1'b0, ~(bvalid & bready)};
		else if(bvalid & bready) 
			aw_resp_cnt <= aw_resp_cnt - 1'b1;
	end
	always @(posedge aclk) begin
		if(~aresetn) begin
			wd_resp_cnt <= 2'b0;
		end
		else if(wvalid & wready)
			wd_resp_cnt <= wd_resp_cnt + {1'b0, ~(bvalid & bready)};
		else if(bvalid & bready) begin
			wd_resp_cnt <= wd_resp_cnt - 1'b1;
		end
	end
	assign read_block = (araddr == awaddr) & (|w_current_state[4:1]) & ~b_current_state[2];	 
	always @(posedge aclk)begin
		if(!aresetn)
			{buf_rdata[1], buf_rdata[0]} <= 64'b0;
		else if(rvalid & rready)
			buf_rdata[rid] <= rdata;
	end
	assign data_sram_rdata = buf_rdata[1];
	assign data_sram_addr_ok = arid[0] & arvalid & arready | wid[0] & awvalid & awready ; 
	assign data_sram_data_ok = rid_r[0] & r_current_state[2] | bid[0] & bvalid & bready; 
	assign inst_sram_rdata = buf_rdata[0];
	assign inst_sram_data_ok = ~rid_r[0] & r_current_state[2] | ~bid[0] & bvalid & bready;  
	assign inst_sram_addr_ok = ~arid[0] & arvalid & arready;
	always @(posedge aclk)  begin
		if(~aresetn)
			rid_r <= 4'b0;
		else if(rvalid & rready)
			rid_r <= rid;
	end	
endmodule
==> out/results.ini <==
[status]
outcome=finished clean

[logic_synthesis]
synth_chip_area_um2=9082
number_of_enable_type_register_cells_in_the_synthesized_netlist=64
synth.ff_latch_count=201
yosys_warnings=1
synth.largest_area_cell=sky130_fd_sc_hd__dfxtp_1
ys_dominant_reg_cell=sky130_fd_sc_hd__dfxtp_1
most_common_cell_in_the_synthesized_netlist=sky130_fd_sc_hd__dfxtp_1
synthTopCellsByCount=sky130_fd_sc_hd__dfxtp_1, sky130_fd_sc_hd__mux2i_1, sky130_fd_sc_hd__nand2_1
yosys.cell_types.count=48
synth_async_sr_flop_share=0
syn_area_um2=9082
synthTopCellsByArea=sky130_fd_sc_hd__dfxtp_1, sky130_fd_sc_hd__edfxtp_1, sky130_fd_sc_hd__mux2i_1
synth.top_cell.area_share=0.2777
synth_area_per_cell_um2=10.88
netlist_instances=835
yosys-stat-cells=835

[final_timing]
finalWorstSetupSlack_ps=1087
hold_viol_final=0
timing.final.max_slew_violations=0
setup_viol=0
achievable-frequency_mhz=311.3
unrepaired_setup_endpoints_after_global_routing=false
timing.max_slew.rel_slack=0.4868
count_of_endpoints_without_a_timing_constraint=11
totalNegativeSetupSlack_ps=0
skew_ps=10.63
layout_min_cycle_time_ps=3213
timing_worst_slew_pin_value_ps=769.8
final.period_utilization=0.7472
unclocked_regs=11

[placement]
post_dp_cell_area_um2=12790
detailedPlacementHpwl_um=23940
io_buffer_count=327
final_estimated_routing_congestion_in_global_placement=0.8146
pre_cts_ws_ps=1059

[setup_path]
timing.critical_path.slowest_stage_cell=sky130_fd_sc_hd__clkdlybuf4s50_1
cp_slowest_stage_delay_ps=550
timing.critical_path.required_ps=3440
critical_path.endpoint_type=primary output
crit_arrival_ps=2350
cp_max_fo=7
path_cells=clkdlybuf4s50_1 > nand2_1 > o22ai_1 > clkdlybuf4s50_1
setup.worst_path.start_class=input port
crit_type=in -> out
most_prevalent_standard_cell_on_the_critical_path=sky130_fd_sc_hd__clkdlybuf4s50_1

[routing]
post-route-drc-count=0
routed_wirelength_um=31530
num_vias=7140
avgViaCountPerCell=4.061
antenna_violating_nets_left=0
number_of_optimization_iterations_in_the_first_detailed_route_pass=6
routed_wire_length_per_instance_um=17.94
initialDrtViolationCount=205

[clock_network]
cts.htree.levels=4
hold_buffers=0
cts.path.max_buffers=2
cts.root.buffer_cell=sky130_fd_sc_hd__clkbuf_16
cts_setup_buffers=0
numCtsBuffers=17
worst_setup_hold_path_clk_slew_ps=70
post_cts_resized=0
cts_tree=yes
clock_latency_ps=480

[power_and_ir_drop]
vdd.ir_drop.worst_mv=0.2464
power_density_nw_per_um2=321.3
static-leakage-power_nw=5.731

[floorplanning]
placement_rows=79
die_w_um=238
coreArea_um2=46750
die_area_um2=56640
die_y_um=238
core_util_at_fp=0.1943
pin_count=426

[global_route]
grt_first_pass_wirelength_um=46010
grtUsageTotal=0.1082
grt_max_degree=69
vias_in_the_first_global_route=7196
overflow=0
antenna_found_initial=2

[flow_run]
drv_cap=0
openroad.warnings=71

[final_layout]
flow.area_growth_from_synthesis_pct=47.47
layout-drive-gt1-share=0.04961
design_area_um2=13390

[worst_hold_path]
hp-class=reg -> reg

## layout by cell type (no fill, tap or decap), types with 13 or more instances in the layout
| master | Yosys | final |
|---|---|---|
| sky130_fd_sc_hd__and2_1 | 76 | 76 |
| sky130_fd_sc_hd__clkbuf_16 | 0 | 17 |
| sky130_fd_sc_hd__clkdlybuf4s50_1 | 0 | 325 |
| sky130_fd_sc_hd__conb_1 | 2 | 52 |
| sky130_fd_sc_hd__dfxtp_1 | 126 | 124 |
| sky130_fd_sc_hd__edfxtp_1 | 64 | 64 |
| sky130_fd_sc_hd__mux2i_1 | 107 | 107 |
| sky130_fd_sc_hd__nand2_1 | 79 | 79 |
| sky130_fd_sc_hd__nand4_1 | 14 | 14 |
| sky130_fd_sc_hd__nor2b_1 | 44 | 43 |
| sky130_fd_sc_hd__o211a_1 | 68 | 68 |
| sky130_fd_sc_hd__o21ai_0 | 15 | 13 |
| sky130_fd_sc_hd__xnor2_1 | 33 | 33 |
## state kept, by name (all words and copies together) (netlist names)
register / flops
b_current_state: 3
ar_current_state: 3
rid_r: 1
awsize: 2
buf_rdata: 64
ar_next_state: 3
w_current_state: 5
wstrb: 4
arsize: 2
aw_resp_cnt: 2
w_next_state: 5
b_next_state: 3
arid: 1
awaddr: 32
r_current_state: 3
ar_resp_cnt: 2
wdata: 32
araddr: 32
wd_resp_cnt: 2
## per-layer routing
metal  share of wire  track usage
met5               0            0
met4           0.025      0.02350
met3            0.11      0.05249
met2            0.44       0.1651
met1            0.42       0.1379
## power breakdown
| group | switching (mW) | internal, mW |
|---|---|---|
| combinational | 0.247 | 0.399 |
| sequential | 0.0691 | 1.95 |
| clock | 0.811 | 0.828 |
| total | 1.13 | 3.18 |
## final cells by class
| cell class | count | area [um2] |
|---|---|---|
| fillers | 4783 | 33360 |
| flip-flops and latches | 201 | 4614 |
| well taps | 607 | 759.5 |
| diodes | 2 | 5.005 |
| clock buffers | 17 | 425.4 |
| inverters | 4 | 15.01 |
| clock inverters | 15 | 173.9 |
| repair buffers | 338 | 3348 |
| multi-input cells | 574 | 4053 |
## stage by stage
stage	cells	hold slack (ps)	power (mW)	utilization
after floorplan	885	424.7	2.301	-
after global placement	1724	456.2	2.717	0.2736
after detailed placement	1724	461.2	2.718	0.2736
after CTS	1756	478.6	4.411	0.2864
after global routing	1757	506.4	4.520	0.2864
final	1758	481.7	4.303	0.2865
## final timing paths
check / start / to / slack (ps) / depth (start not counted)
worst max register to register: r_current_state[1] / buf_rdata[1][8] / 2270 / 3
worst max-delay path: bvalid / inst_sram_data_ok / 1090 / 4
worst min-delay path: arsize[0] / arsize[0] / 480 / 1
worst min register to register: arsize[0] / arsize[0] / 480 / 1
## kinds of logic after synthesis
| group | count (synthesis) | share of synthesized area |
|---|---|---|
| compound gates | 110 | 0.1037 |
| xor+xnor | 40 | 0.03857 |
| fa+ha+maj | 2 | 0.002755 |
| buf+inv | 110 | 0.07081 |
| flops | 190 | 0.4893 |
| latches | 11 | 0.01818 |
| mux | 107 | 0.1179 |
| other cells | 2 | 0.0008269 |
| simple gates | 263 | 0.1579 |
## worst max-delay path, delay by kind of cell
family / cells / cell delay, ps
AOI/OAI and AO/OA: 1 / 200
buffers and inverters: 2 / 1060
and+or+nand+nor: 1 / 230
Power and IR drop assume default switching activity.
